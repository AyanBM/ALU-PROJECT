===== flow/config.mk =====
export PLATFORM = sky130hd
export DESIGN_NAME = alu_d
export DESIGN_NICKNAME = alu_d
export VERILOG_FILES = /design/flow/design.v
export SDC_FILE = /design/flow/constraint.sdc
export NUM_CORES = 4
export LEC_CHECK = 1
export CORE_UTILIZATION = 30

===== flow/constraint.sdc =====
current_design alu_d

set clk_period 11.9
set clk_io_pct 0.2

create_clock -name clk0 -period $clk_period [get_ports {clk}]

set non_clock_inputs [all_inputs -no_clocks]
set_input_delay [expr $clk_period * $clk_io_pct] -clock clk0 $non_clock_inputs
set_output_delay [expr $clk_period * $clk_io_pct] -clock clk0 [all_outputs]

===== flow/design.v =====
module alu_d #(parameter N = 8)
(
  input clk, rst,
  input [1:0] inp_valid,
  input mode, 
  input [3:0] cmd,
  input ce, cin,
  input [N-1:0] opa, opb,
  output reg err, oflow, cout, g, l, e,
  output reg [(2*N-1):0] res
);
  reg signed [N-1:0] signed_a, signed_b;
  reg signed [N:0] signed_res;
  localparam rotate_N = $clog2(N);
  reg [rotate_N-1:0] rotate_amt;
  reg invalid_rotate;
  reg [(2*N-1):0] res_t;
  reg err_t, oflow_t, cout_t, g_t, l_t, e_t;
  reg [N-1:0] opa_reg, opb_reg;
  reg mode_reg, ce_reg, cin_reg;
  reg [1:0] inp_valid_reg;
  reg [3:0] cmd_reg;
  reg [(2*N-1):0] temp1, temp2;
  parameter add       = 4'b0000;
  parameter sub       = 4'b0001;
  parameter add_cin   = 4'b0010;
  parameter sub_cin   = 4'b0011;
  parameter inc_a     = 4'b0100;
  parameter dec_a     = 4'b0101;
  parameter inc_b     = 4'b0110;
  parameter dec_b     = 4'b0111;
  parameter cmp       = 4'b1000;
  parameter mult      = 4'b1001;
  parameter mult1     = 4'b1010;
  parameter signed_add = 4'b1011;
  parameter signed_sub = 4'b1100;
  parameter and1      = 4'b0000;
  parameter nand1     = 4'b0001;
  parameter or1       = 4'b0010;
  parameter nor1      = 4'b0011;
  parameter xor1      = 4'b0100;
  parameter xnor1     = 4'b0101;
  parameter not_a     = 4'b0110;
  parameter not_b     = 4'b0111;
  parameter shr1_a    = 4'b1000;
  parameter shr1_b    = 4'b1001;
  parameter shl1_a    = 4'b1010;
  parameter shl1_b    = 4'b1011;
  parameter rol_a_b   = 4'b1100;
  parameter ror_a_b   = 4'b1101;
  always @(posedge clk) begin
    if (rst) begin
      opa_reg <= 0;
      opb_reg <= 0; 
      cmd_reg <= 0;
      mode_reg <= 0; 
      ce_reg <= 0; 
      cin_reg <= 0;
      inp_valid_reg <= 0;
    end 
    else begin
      opa_reg <= opa;
      opb_reg <= opb;
      cmd_reg <= cmd;
      mode_reg <= mode;
      ce_reg <= ce;
      cin_reg <= cin;
      inp_valid_reg <= inp_valid;
    end
  end
  always @(*) begin
    res_t = 0;
    err_t = 0;
    oflow_t = 0;
    cout_t = 0;
    g_t = 0;
    l_t = 0;
    e_t = 0;
    if (ce_reg) begin
      res_t = 0;
      err_t = 0;
      oflow_t = 0;
      cout_t = 0;
      g_t = 0;
      l_t = 0;
      e_t = 0;
      if (mode_reg) begin
        case (cmd_reg)
          add: if (inp_valid_reg == 2'b11) begin
            res_t = opa_reg + opb_reg;
            cout_t = res_t[N];
          end
          sub: if (inp_valid_reg == 2'b11) begin
            res_t = opa_reg - opb_reg;
            oflow_t = (opa_reg < opb_reg);
          end
          add_cin: if (inp_valid_reg == 2'b11) begin
            res_t = opa_reg + opb_reg + cin_reg;
            cout_t = res_t[N];
          end
          sub_cin: if (inp_valid_reg == 2'b11) begin
            res_t = opa_reg - opb_reg - cin_reg;
            cout_t = res_t[N];
          end
          inc_a: if (inp_valid_reg == 2'b11 || inp_valid_reg == 2'b01) begin
            res_t = opa_reg + 1;
          end
          dec_a: if (inp_valid_reg == 2'b11 || inp_valid_reg == 2'b01) begin
            res_t = opa_reg - 1;
          end
          inc_b: if (inp_valid_reg == 2'b11 || inp_valid_reg == 2'b10) begin
            res_t = opb_reg + 1;
          end
          dec_b: if (inp_valid_reg == 2'b11 || inp_valid_reg == 2'b10) begin
            res_t = opb_reg - 1;
          end
          cmp: if (inp_valid_reg == 2'b11) begin
            g_t = (opa_reg > opb_reg);
            l_t = (opa_reg < opb_reg);
            e_t = (opa_reg == opb_reg);
          end
          mult: if (inp_valid_reg == 2'b11) begin
            res_t = (opa_reg + 1) * (opb_reg + 1);
          end    
          mult1: if (inp_valid_reg == 2'b11) begin
            res_t = (opa_reg << 1) * opb_reg;
          end
          signed_add: if (inp_valid_reg == 2'b11) begin
            signed_a = $signed(opa_reg);
            signed_b = $signed(opb_reg);
            signed_res = signed_a + signed_b;
            res_t = signed_res;
            cout_t = signed_res[N];
            oflow_t = (signed_a[N-1] == signed_b[N-1]) && (signed_res[N-1] != signed_a[N-1]);
            g_t = (signed_a > signed_b);
            l_t = (signed_a < signed_b);
            e_t = (signed_a == signed_b);
          end
          signed_sub: if (inp_valid_reg == 2'b11) begin
            signed_a = $signed(opa_reg);
            signed_b = $signed(opb_reg);
            signed_res = signed_a - signed_b;
            res_t = signed_res;
            cout_t = signed_res[N];
            oflow_t = (signed_a[N-1] == signed_b[N-1]) && (signed_res[N-1] != signed_a[N-1]);
            g_t = (signed_a > signed_b);
            l_t = (signed_a < signed_b);
            e_t = (signed_a == signed_b);
          end
        endcase
      end else begin
        case (cmd_reg)
          and1: if (inp_valid_reg == 2'b11) 
                res_t = opa_reg & opb_reg;
          nand1: if (inp_valid_reg == 2'b11) 
                 res_t = ~(opa_reg & opb_reg);
          or1: if (inp_valid_reg == 2'b11) 
               res_t = opa_reg | opb_reg;
          nor1: if (inp_valid_reg == 2'b11) 
                res_t = ~(opa_reg | opb_reg);
          xor1: if (inp_valid_reg == 2'b11)  
                res_t = opa_reg ^ opb_reg;
          xnor1: if (inp_valid_reg == 2'b11) 
                 res_t = ~(opa_reg ^ opb_reg);
          not_a: if (inp_valid_reg[0])
                 res_t = ~opa_reg;
          not_b: if (inp_valid_reg[1])
                 res_t = ~opb_reg;
          shr1_a: if (inp_valid_reg[0])  
                  res_t = {{N{1'b0}}, opa_reg >> 1};
          shr1_b: if (inp_valid_reg[1]) 
                  res_t = {{N{1'b0}}, opb_reg >> 1};
          shl1_a: if (inp_valid_reg[0]) 
                  res_t = {{N{1'b0}}, opa_reg << 1};
          shl1_b: if (inp_valid_reg[1])
                  res_t = {{N{1'b0}}, opb_reg << 1};
          rol_a_b: if (inp_valid_reg == 2'b11) begin
                   rotate_amt = opb_reg[rotate_N-1:0];
                   if (|opb_reg[N-1:rotate_N])
                     err_t = 1'b1;
                   else if (rotate_amt == 0) begin
                     res_t = opa_reg;
                     res_t = ((opa_reg << rotate_amt) | (opa_reg >> (N - rotate_amt))) & {(N){1'b1}};
                   end else
                     res_t = ((opa_reg << rotate_amt) | (opa_reg >> (N - rotate_amt))) & {(N){1'b1}};
                 end
          ror_a_b: if (inp_valid_reg == 2'b11) begin
                    rotate_amt = opb_reg[rotate_N-1:0];
                    if (|opb_reg[N-1:rotate_N]) begin
                      err_t = 1'b1;
                      res_t = ((opa_reg >> rotate_amt) | (opa_reg << (N - rotate_amt))) & {(N){1'b1}};
                    end else if (rotate_amt == 0)
                      res_t = opa_reg;
                    else
                      res_t = ((opa_reg >> rotate_amt) | (opa_reg << (N - rotate_amt))) & {(N){1'b1}};
                  end
        endcase
      end
    end
  end
  always @(posedge clk) begin
    if (rst) begin
      res <= 0;
      err <= 0;
      oflow <= 0;
      cout <= 0;
      g <= 0;
      l <= 0;
      e <= 0;
    end else begin
      res <= res_t;
      err <= err_t;
      oflow <= oflow_t;
      cout <= cout_t;
      g <= g_t;
      l <= l_t;
      e <= e_t;
    end
  end
endmodule

===== flow/run.sh =====
#!/bin/bash
# OpenROAD 26Q1-2900-gdf79404cd8, Yosys 0.63+post, stock flow scripts
make -C /OpenROAD-flow-scripts/flow DESIGN_CONFIG=/design/flow/config.mk WORK_HOME=/design/flow/orfs finish

==> flow_summary.json <==
{
  "post-cts-setup-buffers": 0,
  "number_of_failing_hold_endpoints_at_the_final_stage": 0,
  "pre_cts_ws_ns": 4.961,
  "cpPeakStageDelay_ns": 0.98,
  "worstPathCellList": "clkinv_1, xnor2_1, or2_2, fa_1, fa_1, inv_1, fa_1, inv_1, fa_1, inv_1, ha_1, nand3_1, o211ai_1, o41ai_1, o21ai_0, xnor2_1, o221ai_1, o2bb2ai_1",
  "drc_errors": 0,
  "crit_path_top_cell_by_count": "fa_1",
  "min_delay_path_depth": 2,
  "height_of_the_chip_um": 184.5,
  "wl_met2_um": 17700,
  "fin_worst_hold_slack_ns": 0.6445,
  "ys_ff": 47,
  "layout_min_cycle_time_ns": 7.167,
  "slew_violations": 0,
  "first_pass_iters": 7,
  "synthesis.area_mm2": 0.009992,
  "fraction_of_the_mapped_netlist_area_in_compound_gates": 0.2016,
  "grt_first_pass_wirelength_um": 61090,
  "design_area_mm2": 0.01121,
  "cts.sinks": 47,
  "wl_um": 39660,
  "simple_gate_area_frac": 0.2085,
  "p_leak_uw": 0.004744,
  "rsz0062_at_grt": "no",
  "clockBufferDepth": 2,
  "largest_register_ffs": 16,
  "insertion_delay_ns": 0.30,
  "detailed_place_hpwl_um": 30220,
  "synth.lib_cells_used.distinct": 77,
  "endpoint_kind": "register",
  "ys_cells": 1318,
  "min-delay-path-class": "register to register",
  "top_level_ports": 49,
  "route.top_layer_used": "met4",
  "critPathRequiredTime_ns": 12.07,
  "met3RoutedLength_um": 3763,
  "fin_crit_sh": 0.6022,
  "synth.avg_cell_area_um2": 7.581,
  "openroad.warnings": 45,
  "timing.final.setup_violations": 0,
  "initCoreUtil": 0.3063,
  "drive_gt1_frac": 0.06339,
  "syn2layout_area_growth_pct": 12.17,
  "worst_r2r_endpoint": "res[14]",
  "synth-async-reset-ratio": 0,
  "grt_overflow_total": 0,
  "synthMuxAreaShare": 0.03919,
  "gpl.final_weighted_congestion": 1.029,
  "run_status": "finished, final reports clean",
  "grt_antenna_before_repair": 0,
  "chipArea_mm2": 0.03404,
  "routed_metal_1_wire_length_um": 16430,
  "cts-hold-fix-buffers": 0,
  "syn_inst": 1318,
  "reg2regPathDepth": 18,
  "horizontal_die_dimension_um": 184.5,
  "antenna_fix_cells": 0,
  "tightestPinTransition_ns": 1.071,
  "critPathArrivalTime_ns": 7.34,
  "portBuffers": 48,
  "drt-wirelength-per-cell_um": 22.25,
  "ys.flop_type": "dfxtp_1",
  "worst_setup_path_startpoint": "opb_reg[3]",
  "setup_total_negative_slack_ns": 0,
  "worstSetupStartpointType": "register",
  "max_slew_margin": 0.2806,
  "clock_tree.root_cell": "clkbuf_16",
  "achievable-frequency_mhz": 139.5,
  "row_count": 66,
  "skew_ns": 0.003113,
  "ir_worst_vdd_mv": 0.05991,
  "tritoncts": "done",
  "ys_warn_count": 1,
  "enable_flop_cells": 0,
  "clk_pin_slew_worst_paths_ns": 0.07,
  "route.detailed.vias_per_inst": 5.681,
  "finalCoreUtilization": 0.3436,
  "synth.comb.largest_family": "adder cells",
  "post_cts.resized_instances": 0,
  "synth_chip_area_mm2": 0.009992,
  "first_global_vias": 10150,
  "pin_count_of_the_biggest_net_entering_global_routing": 42,
  "global_route_usage_over_all_layers": 0.2466,
  "drt_initial_violations": 824,
  "cap_viol_max_count": 0,
  "finalWorstSetupSlack_ns": 4.733,
  "slowest_stage": "xnor2_1",
  "path_class": "register to register",
  "synth_adder_area_share": 0.2975,
  "power.density_mw_per_mm2": 67.47,
  "core_mm2": 0.03262,
  "ctsHtreeMaxLevel": 2,
  "detailroute.via_count": 10130,
  "crit-reg2reg-launch": "opb_reg[3]",
  "yosys.area_share.xor_xnor": 0.07275,
  "register_share_after_synthesis": 0.09416,
  "cp-endpoint": "res[14]",
  "critPathMaxFanout": 17,
  "number_of_nets_with_antenna_violations_after_routing": 0,
  "cts_inserted_buffers": 5,
  "cell_area_placed_mm2": 0.01103,
  "reg2reg_slack_ns": 4.73
}
where the power goes:
| group | switching (µW) | leakage (µW) | total [µW] | internal (µW) |
|---|---|---|---|---|
| sequential | 6.41 | 0.000386 | 168 | 162 |
| combinational | 266 | 0.00427 | 415 | 150 |
| clock | 66.7 | 0.0000875 | 173 | 106 |
kinds of logic after synthesis:
family | after synthesis
compound gates | 295
xor+xnor | 83
fa+ha+maj | 186
buf+inv | 226
flops | 47
mux | 33
simple gates | 448
critical path: cells and delay by family, from the launching register on:
family                   cells  cell delay, ns
buffers and inverters        4            0.95
flip-flops                   1            0.95
XOR/XNOR                     2            1.20
AND/OR/NAND/NOR              2            0.36
AND-OR/OR-AND                5            1.25
adder cells (fa/ha/maj)      5            2.30
worst min path at each step:
stage | from | end | slack (ns)
final | mode_reg | err | 0.64
after global routing | mode_reg | err | 0.68
after CTS | mode_reg | err | 0.66
through the flow:
stage / instances / total power [µW]
after floorplan: 1318 / 450.5
after global placement: 1775 / 580.5
after detailed placement: 1775 / 577.5
after CTS: 1783 / 754.9
after global routing: 1783 / 808.8
final: 1783 / 756.3
cell usage after synthesis, types with 6 or more instances:
cell type	instances	area (µm²)
nand3_1	33	165.2
ha_1	100	1251
dfxtp_1	47	940.9
nor2b_1	33	206.5
fa_1	86	1722
o22ai_1	38	237.7
o211ai_1	9	67.56
buf_1	10	37.54
and2_1	6	37.54
nand4_1	9	56.30
a221o_1	6	60.06
mux2i_1	20	200.2
xnor2_1	51	446.7
nand2_1	110	412.9
a221oi_1	11	96.34
a31oi_1	9	56.30
a222oi_1	6	60.06
nor2_1	159	596.8
a32oi_1	6	52.55
a21oi_1	57	285.3
clkinv_1	8	30.03
nor4_1	7	43.79
or3_1	9	56.30
a211oi_1	11	82.58
a22oi_1	10	75.07
nor3_1	32	160.2
o21ai_0	60	300.3
nand2b_1	17	106.4
clkbuf_1	55	206.5
xor2_1	32	280.3
or2_2	12	75.07
mux2_2	9	101.4
o21bai_1	6	45.04
inv_1	144	540.5
o221ai_1	12	105.1
final cells by class:
class                           instances  area [µm²]
Fill cell                            3428       21410
Multi-Input combinational cell       1045        8189
Sequential cell                        47       940.9
Timing Repair Buffer                   86       765.7
Inverter                              155       581.8
Tap cell                              442       553.0
Clock buffer                            6       138.9
Clock inverter                          2       38.79
placed cells by master (no fill, tap or decap), types with 7 or more instances in the layout:
cell type          n
buf_4             38
a221oi_1          11
a22oi_1           10
o221ai_1          12
dfxtp_1           47
inv_1            144
mux2i_1           20
clkinv_1           8
mux2_2             9
nand2_1          110
o21ai_0           60
xor2_1            32
or2_2             12
a21oi_1           57
clkdlybuf4s50_1   48
nand3_1           33
ha_1             100
a211oi_1          11
or3_1              9
o211ai_1           9
nor2b_1           33
fa_1              86
nor3_1            32
nor4_1             7
nand4_1            9
nor2_1           159
o22ai_1           38
a31oi_1            9
nand2b_1          17
xnor2_1           51
routing by layer:
metal / vias up / GRT usage
met5: - / 0
met4: 0 / 0.08567
met3: 120 / 0.05552
met2: 553 / 0.3846
met1: 4860 / 0.3400
li1: 4596 / -
Power figures rest on the tool's default switching activity, not on a simulated workload.
